===== /design/flow/config.mk =====
export PLATFORM = sky130hd
export DESIGN_NAME = jump
export DESIGN_NICKNAME = jump
export VERILOG_FILES = /design/flow/design.v
export SDC_FILE = /design/flow/constraint.sdc
export NUM_CORES = 4
export LEC_CHECK = 1
export CORE_UTILIZATION = 40

===== /design/flow/constraint.sdc =====
current_design jump

set clk_period 3.7
set clk_io_pct 0.2

create_clock -name clk0 -period $clk_period [get_ports {clk}]

set non_clock_inputs [all_inputs -no_clocks]
set_input_delay [expr $clk_period * $clk_io_pct] -clock clk0 $non_clock_inputs
set_output_delay [expr $clk_period * $clk_io_pct] -clock clk0 [all_outputs]

===== /design/flow/design.v =====
module clock_divider #(parameter div_value=1249) (clk,new_clk);
 input clk; 
 output reg new_clk=0;
 reg [31:0]counter=0;
 always@(posedge clk)
  begin
	if(counter==div_value)
	 begin
		counter<=0;
		new_clk<=~new_clk;
	 end
	 else
		begin
		 counter<=counter+1;
		 new_clk<=new_clk;
		end
	end
endmodule
module jump(input clk, input button, output reg [7:0] row, output reg [15:0] col);
wire new_clk1,new_clk2,new_clk3;
reg button_pressed = 0;
reg flag = 0;
reg [2:0] count = 3'b000;
reg [5:0] count_rev = 0;
reg fresh = 0;
function [7:0] Rs;
input [4:0] r_id;
begin
	case(r_id)
		0: Rs = 8'b00000001;
		1: Rs = 8'b00000010;
		2: Rs = 8'b00000100;
		3: Rs = 8'b00001000;
		4: Rs = 8'b00010000;
		5: Rs = 8'b00100000;
		6: Rs = 8'b01000000;
		7: Rs = 8'b10000000;
		default: Rs = 8'b00000000;
	endcase
end
endfunction 
function [15:0] Cs;
input [4:0] c_id;
begin
	case(c_id)
		0: Cs = ~16'b0000000000000001;
		1: Cs = ~16'b0000000000000010;
		2: Cs = ~16'b0000000000000100;
		3: Cs = ~16'b0000000000001000;
		4: Cs = ~16'b0000000000010000;
		5: Cs = ~16'b0000000000100000;
		6: Cs = ~16'b0000000001000000;
		7: Cs = ~16'b0000000010000000;
		8: Cs = ~16'b0000000100000000;
		9: Cs = ~16'b0000001000000000;
	  10: Cs = ~16'b0000010000000000;
	  11: Cs = ~16'b0000100000000000;
	  12: Cs = ~16'b0001000000000000;
	  13: Cs = ~16'b0010000000000000;
	  14: Cs = ~16'b0100000000000000;
	  15: Cs =  16'b0111111111111111;
	  default: Cs = 16'b1111111111111111;
	endcase
end
endfunction
clock_divider #(4166666) slowclock(clk,new_clk1);  
clock_divider #(249999) slowclock1(clk,new_clk3); 
reg new_clk;
parameter freq2 = 2499999; 
clock_divider #(freq2) slowclock2(clk,new_clk2);  
clock_divider #(24999999) slowclock3(clk,switch_clk);
reg [31:0] counter_clk = 0;
always @ (posedge switch_clk)
begin
	counter_clk <= counter_clk +1;
end
always @ (*)
begin
	if (counter_clk == 20)
		new_clk = new_clk2 ;
	else 
		new_clk = new_clk1;
end
always @ (posedge new_clk1)
begin
if (count ==0 && flag == 0 && button_pressed == 1)
count <= count + 1;
else if (count !=3 && flag == 0 && count>0)
count <= count + 1;
else if (count == 3 && flag ==0) 
begin
count <=4;
flag <= 1;
end
else if (flag ==1 && count !=0 ) count = count-1;
else if (flag ==1 && count ==0) flag = 0;
end
always @ (*)
begin
		col [15:0] = Cs(2);
		case(count)
		0: row [7:0] = Rs(0); 
		1: row [7:0] = Rs(1);
		2: row [7:0] = Rs(2);
		3: row [7:0] = Rs(3);
		endcase
end
always @ (posedge new_clk3)
begin
if (button == 0)  fresh = 1;
	case (fresh)
	0 :
	count_rev <= 0;
	1 :
	begin
		button_pressed = 1;
		count_rev <= count_rev + 1;
		if (count_rev > 13)
		begin
			button_pressed = 0;
			fresh = 0;
		end
	end
	endcase
end
endmodule

===== /design/flow/run.sh =====
#!/bin/bash
# OpenROAD 26Q1-2900-gdf79404cd8, Yosys 0.63+post, stock flow scripts
make -C /OpenROAD-flow-scripts/flow DESIGN_CONFIG=/design/flow/config.mk WORK_HOME=/design/flow/orfs finish

==> flow_metrics.py <==
# Auto-generated metrics
metrics = {
    "run_status": {
        "status": "finished, final reports clean",
    },
    "cts": {
        "cts_buffers": 9,
        "htreeDepth": 3,
        "cts_root_buffer": "clkbuf_8",
        "cts.repair.resized": 0,
        "cts_tree": "done",
        "ctsLongestPathBuffers": 2,
        "post_cts_buffers": 0,
        "clk_pin_slew_worst_paths_ps": 70,
        "insertion_delay_ps": 340,
        "hold_buffers": 0,
    },
    "global_route": {
        "grt_overflow": 0,
        "antenna_found_initial": 0,
        "grt_pass1_wl_um": 11000,
        "first_global_vias": 2504,
        "grt_max_degree": 13,
        "grt_usage": 0.138,
    },
    "placed_design": {
        "io_buffers": 5,
        "gp_congestion": 0.824,
        "placed_cell_area_um2": 3860,
        "place_hpwl_um": 4390,
    },
    "setup_path": {
        "path_max_fanout": 7,
        "path_delay_family": "simple AND/OR/NAND/NOR gates",
        "crit_required_ps": 3750,
        "slowest_stage": "nor4_2",
        "slowest_delay_ps": 490,
        "worstPathArrival_ps": 2100,
        "end_kind": "flop",
        "crit_chain": "inv_1, ha_1, nor4b_1, nand4_1, nor4_2, buf_4",
        "critical_path_class": "reg -> reg",
        "cp-start-kind": "flop",
        "crit_buf_inv": 2,
    },
    "power": {
        "peakVddDrop_v": 0.000142,
        "p_leak_nw": 1.52,
        "power.total_mw": 1.23,
        "powerDensity_nw_per_um2": 304,
    },
    "die": {
        "num_rows": 35,
        "io_pins": 26,
        "core_um2": 9200,
        "dieWidth_um": 99.2,
        "die_h_um": 99.2,
        "die_area_um2": 9840,
        "fp_util": 0.411,
    },
    "yosys": {
        "common_cells": "71 x dfxtp_1, 35 x xnor2_1, 33 x nand3_1",
        "synth.most_common_cell": "dfxtp_1",
        "yosys.area.top_type": "dfxtp_1",
        "topCellsByArea": "dfxtp_1 38%, xnor2_1 8.1%, edfxtp_1 5.6%",
        "numSynthFlops": 82,
        "ys_chip_area_um2": 3780,
        "edf_count": 7,
        "syn_avg_cell_area_um2": 9.24,
        "synth_cells": 409,
        "async_flop_share": 0,
        "synthDistinctLibCells": 38,
        "ys_cells": 409,
        "netlist_area_um2": 3780,
        "top_area_frac": 0.376,
        "yosysWarningCount": 6,
        "synth-main-ff-cell": "dfxtp_1",
    },
    "detailed_routing": {
        "antenna_cells": 0,
        "drtIter0Drc": 70,
        "dr.pass1.iters": 4,
        "drt-vias-per-instance": 5.09,
        "wl_per_cell_um": 11.6,
        "drt-total-wl_um": 6140,
        "ant_nets": 0,
        "vias": 2698,
        "drc": 0,
    },
    "final_layout": {
        "mi_logic_area_um2": 1900,
        "fillCellCount": 872,
        "drive_above_1_share": 0.0549,
        "ff_latch_area_um2": 1690,
        "area_growth_pct": 6.69,
        "fin_area_um2": 4030,
    },
    "sta": {
        "setup_tns_ps": 0,
        "hold_viol": 0,
        "period_used_share": 0.555,
        "fmax_mhz": 487,
        "rsz0062_at_grt": "no",
        "fin_skew_ps": 9.00,
        "min_period_ps": 2050,
        "untimed_endpoints": 25,
        "setup_viol": 0,
        "slew_viol_final": 0,
        "unclocked_regs": 16,
        "worst_slew_pin_slew_ps": 619,
        "whs_ps": 465,
        "slew_headroom": 0.584,
    },
    "hold_path": {
        "hp-class": "reg -> reg",
    },
    "run": {
        "warning_count": 33,
        "cap_violations": 0,
    },
}
-- kinds of logic (layout without fill, tap and decap cells) --
| logic type | Yosys count | count (layout) | share of synthesized area |
|---|---|---|---|
| and+or+nand+nor | 183 | 183 | 0.271 |
| DFF | 78 | 78 | 0.432 |
| xor gates and xnor gates | 55 | 55 | 0.128 |
| buffers and inverters | 47 | 39 | 0.0692 |
| AOI/OAI and AO/OA | 27 | 27 | 0.0394 |
| adders and majority gates | 13 | 13 | 0.0431 |
| latches | 4 | 4 | 0.0159 |
| other | 2 | 20 | 0.00199 |
-- registers in the layout, summed over array words and instances (netlist names) --
signal	cells
slowclock.new_clk	1
count	3
slowclock1.new_clk	1
slowclock1.counter	32
button_pressed	1
count_rev	6
row	4
flag	1
slowclock.counter	32
fresh	1
-- where the power goes --
group	switching [mW]	leakage, nW	internal [mW]	total [mW]
registers	0	0.676	0.713	0.713
clock network	0.269	0.0891	0.241	0.510
logic	0.000912	0.753	0.00117	0.00208
total	0.270	1.52	0.955	1.23
-- path summary, 6_finish.rpt --
kind,startpoint,endpoint,slack (ps),cells after the start
worst min register to register,slowclock1.counter[0]$_SDFF_PN0_,slowclock1.counter[0]$_SDFF_PN0_,470,1
worst max-delay path,slowclock.counter[0]$_SDFF_PN0_,slowclock.new_clk$_DFFE_PN_,1650,6
worst min-delay path,slowclock1.counter[0]$_SDFF_PN0_,slowclock1.counter[0]$_SDFF_PN0_,470,1
worst max register to register,slowclock.counter[0]$_SDFF_PN0_,slowclock.new_clk$_DFFE_PN_,1650,6
-- placed cells by master (no fill, tap or decap), drive strengths merged, types with 13 or more instances in the layout --
cell   count
nand3     33
xnor2     35
ha        13
nor4      19
inv       15
dfxtp     71
conb      20
nor2      28
nand2     20
xor2      20
nand4     26
nor3      13
-- layout make-up --
type	count	share of cell area
clock inverter	7	0.0112
inverter	14	0.0130
tap	111	0.0345
clock buffer	9	0.0307
timing repair buffer	9	0.0199
sequential	82	0.420
multi-input combinational	298	0.471
-- per-stage QoR --
| step | cells | utilization | setup WS [ps] |
|---|---|---|---|
| 4_1_cts | 530 | 0.438 | 1640 |
| 3_3_place_gp | 514 | 0.420 | 1770 |
| 3_5_place_dp | 514 | 0.420 | 1690 |
| 5_1_grt | 530 | 0.438 | 1400 |
| 6_report | 530 | 0.438 | 1650 |
| 2_1_floorplan | 427 | - | 1900 |
-- layer usage --
metal	vias up	GRT usage	wire length, um
li1	1427	-	-
met1	1246	0.203	3170
met2	23	0.223	2760
met3	2	0.0272	176
met4	0	0.0215	39
met5	-	0	0
Power and IR drop assume default switching activity.
