`/design/flow/design.v`:
```
module clock_divider #(parameter div_value=1249) (clk,new_clk);
 input clk; 
 output reg new_clk=0;
 reg [31:0]counter=0;
 always@(posedge clk)
  begin
	if(counter==div_value)
	 begin
		counter<=0;
		new_clk<=~new_clk;
	 end
	 else
		begin
		 counter<=counter+1;
		 new_clk<=new_clk;
		end
	end
endmodule
module obstacle(clk,flag_restart,row,col,ob1,ob2,ob3);
input clk; 
input flag_restart; 
output reg [7:0] row;
output reg [15:0] col;
output reg [7:0] ob1 = 13;  
output reg [7:0] ob2 = 22;  
output reg [7:0] ob3 = 34;  
wire new_clk2;
wire new_clk1;
parameter length = 51;
function [7:0] Rs;
input [4:0] r_id;
begin
	case(r_id)
		0: Rs = 8'b00000001;
		1: Rs = 8'b00000010;
		2: Rs = 8'b00000100;
		3: Rs = 8'b00001000;
		4: Rs = 8'b00010000;
		5: Rs = 8'b00100000;
		6: Rs = 8'b01000000;
		7: Rs = 8'b10000000;
		default: Rs = 8'b00000000;
	endcase
end
endfunction 
function [15:0] Cs;
input [4:0] c_id;
begin
	case(c_id)
		0: Cs = ~16'b0000000000000001;
		1: Cs = ~16'b0000000000000010;
		2: Cs = ~16'b0000000000000100;
		3: Cs = ~16'b0000000000001000;
		4: Cs = ~16'b0000000000010000;
		5: Cs = ~16'b0000000000100000;
		6: Cs = ~16'b0000000001000000;
		7: Cs = ~16'b0000000010000000;
		8: Cs = ~16'b0000000100000000;
		9: Cs = ~16'b0000001000000000;
	  10: Cs = ~16'b0000010000000000;
	  11: Cs = ~16'b0000100000000000;
	  12: Cs = ~16'b0001000000000000;
	  13: Cs = ~16'b0010000000000000;
	  14: Cs = ~16'b0100000000000000;
	  15: Cs =  16'b0111111111111111;
	  default: Cs = 16'b1111111111111111;
	endcase
end
endfunction
reg new_clk; 
clock_divider #(6249999) slowclock(clk,new_clk1);  
clock_divider #(4999999) slowclock1(clk,new_clk2);  
clock_divider #(24999999) slowclock2(clk,switch_clk);
reg [3:0] counter_clk = 0;
reg counter_bird = 0;
always @ (posedge switch_clk)
begin
	if(flag_restart == 1)
		counter_clk <= 0;
	else
	counter_clk <= counter_clk +1;
end
clock_divider #(249) selector(clk,new_clk_bird);  
wire new_clk_bird;
always @ (posedge new_clk_bird)
begin
	counter_bird <= counter_bird + 1;
end
always @ (*)
begin
	if (counter_clk >= 10)
		new_clk = new_clk2 ;
	else 
		new_clk = new_clk1;
end
always @ (posedge new_clk)
begin
			if(ob1==0 || ob2==0 || ob3==0)
			begin
				if(ob1==0)
				begin
					ob1 <= length - 1;
					ob2 <= ob2-1;
					ob3 <= ob3-1;
				end
				else if(ob2==0)
				begin
					ob1 <= ob1-1;
					ob2 <= length - 1;  
					ob3 <= ob3-1;
				end
				else
				begin
					ob1 <= ob1-1;
					ob2 <= ob2-1;
					ob3 <= length - 1;
				end 
			end
			else
			begin
					ob1 <= ob1-1;
					ob2 <= ob2-1;
					ob3 <= ob3-1;
			end
	if (flag_restart == 1) 
		begin
			ob1 <= 13;
			ob2 <= 22;
			ob3 <= 34;
		end
end
always @ (*)
begin
		if ((ob1 >= 0 && ob1 <= 14) && (ob2 >= 0 && ob2 <= 15))  
		begin
			col [15:0] = Cs(ob1) & Cs(ob1+1) & Cs(ob2);
			row [7:0] = Rs(0) | Rs(1);
		end
		else if ((ob1 >= 0 && ob1 <= 14) && ~(ob2 >= 0 && ob2 <= 15))  
		begin
			col [15:0] = Cs(ob1) & Cs(ob1+1);
			row [7:0] = Rs(0) | Rs(1);
		end
		else if (~(ob1 >= 0 && ob1 <= 14) && (ob2 >= 0 && ob2 <= 15))  
		begin
			col [15:0] = Cs(ob2);
			row [7:0] = Rs(0) | Rs(1);
		end
		else if (ob1 == 15)  
		begin
			col [15:0] = Cs(ob1);
			row [7:0] = Rs(0) | Rs(1);
		end
		else if ((ob1 == (length-1)) && (ob2 >= 0 && ob2 <= 15))  
		begin
			col [15:0] = Cs(0) & Cs(ob2);
			row [7:0] = Rs(0) | Rs(1);
		end
		else if ((ob1 == (length-1)) && ~(ob2 >= 0 && ob2 <= 15))  
		begin
			col [15:0] = Cs(0);	
			row [7:0] = Rs(0) | Rs(1);
		end
		else if ((ob3 == 15) && (ob2 >= 0 && ob2 <= 15))  
		begin
			case (counter_bird)
				0:
				begin
					col = Cs(ob3);
					row = Rs(3);
				end
				1:
				begin
				col = Cs(ob2);
				row = Rs(0) | Rs(1);
				end
				endcase
		end
		else if ((ob2 >= 0 && ob2 <= 15) && (ob3 >= 0 && ob3 <= 14))  
		begin
			case (counter_bird)
				0:
				begin
					col = Cs(ob3) & Cs (ob3+1);
					row = Rs(3);
				end
				1:
				begin
				col = Cs(ob2);
				row = Rs(0) | Rs(1);
				end
				endcase
		end
		else if (~(ob2 >= 0 && ob2 <= 15) && (ob3 >= 0 && ob3 <= 14))  
		begin
			col[15:0] = Cs(ob3) & Cs(ob3+1);
			row[7:0] = Rs(3);
		end
		else if (ob3 == (length-1))  
		begin
				col[15:0] = Cs(0);
				row[7:0] = Rs(3);
		end
		else
		begin
			col [15:0] = Cs(20);
			row [7:0] = Rs(10);
		end
end
endmodule 
```
`/design/flow/run.sh`:
```
#!/bin/bash
# OpenROAD 26Q1-2900-gdf79404cd8, Yosys 0.63+post, stock flow scripts
make -C /OpenROAD-flow-scripts/flow DESIGN_CONFIG=/design/flow/config.mk WORK_HOME=/design/flow/orfs finish
```
`/design/flow/config.mk`:
```
export PLATFORM = sky130hd
export DESIGN_NAME = obstacle
export DESIGN_NICKNAME = obstacle
export VERILOG_FILES = /design/flow/design.v
export SDC_FILE = /design/flow/constraint.sdc
export NUM_CORES = 4
export LEC_CHECK = 1
export CORE_UTILIZATION = 30
```
`/design/flow/constraint.sdc`:
```
current_design obstacle

set clk_period 5.8
set clk_io_pct 0.2

create_clock -name clk0 -period $clk_period [get_ports {clk}]

set non_clock_inputs [all_inputs -no_clocks]
set_input_delay [expr $clk_period * $clk_io_pct] -clock clk0 $non_clock_inputs
set_output_delay [expr $clk_period * $clk_io_pct] -clock clk0 [all_outputs]
```
==> results_slide.txt <==
Run Summary

Cells and area
  • Cell area after layout: 9360 um2
  • Most instantiated logic cells after routing: 157 x dfxtp_1, 111 x nor2_1, 95 x nand2_1
  • Synth-to-Final Area Change: 16.5%
  • Dominant logic cell type in the layout: dfxtp_1
  • Non-Filler Instances: about 1.3k
  • Ratio of cells with drive above 1 in the final layout: 0.0479

Power
  • Pint: 1530 uW
  • Sequential share of power: 0.475
  • Clk pwr share: 0.522
  • PD cells: 205 nW/um2
  • Logic pwr share: 0.003
  • Leak pwr: 0.00334 uW
  • Peak supply drop: 0.000209 V
  • Net Sw Power: ~390 uW
  • Sw Ratio: 0.204

Critical path
  • Critical R2R Launch: slowclock.counter[0]$_SDFF_PN0_
  • CP Max Fanout: 9
  • Endpoint class of the critical path: flip-flop
  • CP most frequent cell: o21ai_0
  • R2R Setup Slk: 3.75 ns
  • CP top delay family: simple AND/OR/NAND/NOR gates
  • Data arrival, critical path: 2.34 ns
  • Slowest-stage cell, CP: nor3_2
  • Worst EP required: approximately 6.1 ns
  • Worst reg2reg path endpoint: slowclock.counter[11]$_SDFF_PN0_
  • FF-to-FF path depth: 8
  • CP peak stage delay: roughly 0.46 ns
  • Crit path buffers/inverters: 1
  • Worst Setup Start Kind: flip-flop
  • CP startpoint: slowclock.counter[0]$_SDFF_PN0_
  • Critical path class: flip-flop to flip-flop
  • Critical Path Sink: slowclock.counter[11]$_SDFF_PN0_
  • Worst path depth: 8
  • Worst path cell trace: ha_1 -> and3_1 -> nand4_1 -> nor3_2 -> buf_4 -> a21oi_1 -> o21ai_0 -> o21ai_0

Global routing
  • Largest net degree at the start of global routing: 25
  • Met1 usage: 0.194
  • Vias in the first global route: 5991
  • Layer carrying the most global-route usage: met2
  • Grt total ovfl: 0
  • Routing usage on met3: 0.0219
  • First-pass GRT wire length: 29200 um
  • Tot GR Track Use: 0.129
  • Met2 usage: 0.197
  • Initial antenna violation count: 0

Timing
  • Finish-stage setup viols: 0
  • Count of unclocked register or latch pins: 29
  • Endpoints left unconstrained: 72
  • Setup slack after layout: between 3 and 4 ns
  • Min cycle time layout: 2.05 ns
  • Worst-Margin Slew: between 0.8 and 0.9 ns
  • Fin Clk Skew: between 0.007 and 0.008 ns
  • Setup_tns: 0 ns
  • Final Max Slew Viols: 0
  • RSZ-0062 raised after global routing: no
  • Tcrit/Tclk final: 0.354
  • FMAX: 487 MHz
  • Final Hold Fails: 0
  • Slew margin rel.: 0.442

Flow run
  • Maxcap violations: 0
  • Tool warnings: 43

Clock network
  • Root Driver: clkbuf_16
  • Cts hold-fix bufs: 0
  • Clock transition at path regs: 0.06 ns
  • H-tree depth: 4
  • Longest Clk Path Bufs: 2
  • CTS buffer count: 17
  • CTS resizes: 0
  • CTS tree: built
  • Latest clock arrival within the worst-skew pair: 0.41 ns
  • Post-CTS setup buffers: 0

Floorplan
  • Init Core Util: 0.307
  • Die height: between 150 and 200 um
  • Die area: 27400 um2
  • Core Area: about 26000 um2
  • Io pins: 50
  • Die W: 166 um
  • # rows: 59

Detailed routing
  • Pre-Repair DR Iteration Count: 23
  • # DRC: 0
  • Antenna diodes: 0
  • WL per Instance: ~13 um
  • Number of DRC markers in iteration 0: 679
  • Total Wirelength: 17100 um
  • ANT nets after route: 0
  • Via-to-Cell Ratio: 4.94
  • Via Count: roughly 6.5k

Outcome
  • Outcome: finished, final reports clean

Yosys
  • Dominant register cell: dfxtp_1
  • Yosys warns: 6
  • Cell type with the largest total area: dfxtp_1
  • # Cells Yosys: 930
  • Post-synth seq share: 0.406
  • Syn Area/Cell: roughly 8.6 um2
  • Post-synth EDFFs: 4
  • #FFs+latches synth: 161
  • Gate Count Post-Synth: roughly 930
  • Dominant cells by area after synthesis: dfxtp_1 39%, xnor2_1 10%, nor2_1 5.2%
  • Cell Area, Synth: 8030 um2
  • Yosys synthesis chip area: about 8000 um2
  • Area share, top type: 0.391
  • Async SR Flop Fraction: 0
  • Unique cell types: 66

Place
  • Final HPWL DP: 12500 um
  • IO Port Bufs: 44
  • DP Area: approximately 8800 um2
  • Final Wtd Congestion: 0.995
  • Placed cell count: 1285
  • DP Worst Slack: 3.78 ns

Min path
  • Worst min path class: flip-flop to flip-flop
==> cell families (layout without fill, tap and decap cells) <==
family,count (synthesis),in the layout,synth area share
other,1,5,0.000467
and+or+nand+nor,440,440,0.276
DFF,161,161,0.406
muxes,6,6,0.00763
buffers and inverters,56,103,0.0308
AOI/OAI and AO/OA,103,103,0.0869
adders and majority gates,29,29,0.0452
xor gates and xnor gates,134,134,0.146
==> registers in the layout, summed over array words and instances (netlist names), 4 cells and up <==
register	cells
ob1	8
slowclock2.counter	32
selector.counter	32
slowclock1.counter	32
ob2	8
counter_clk	4
ob3	8
slowclock.counter	32
==> worst min path at each step <==
stage / to / slack [ns] / start / cells past startpoint
CTS: slowclock.counter[0]$_SDFF_PN0_ / 0.46 / slowclock.counter[0]$_SDFF_PN0_ / 1
global route: slowclock1.counter[4]$_SDFF_PN0_ / 0.47 / slowclock1.counter[4]$_SDFF_PN0_ / 1
finish: slowclock.counter[0]$_SDFF_PN0_ / 0.45 / slowclock.counter[0]$_SDFF_PN0_ / 1
==> Yosys cell counts, types with 4 or more instances <==
library cell	number
buf_1	4
dfxtp_1	157
ha_1	29
xor2_1	42
nor2b_1	13
clkbuf_1	18
a211oi_1	7
a222oi_1	4
and3_1	25
a311oi_1	5
nand2b_1	5
edfxtp_1	4
o22ai_1	7
inv_1	23
nand3_1	60
and2_1	11
or3_1	9
buf_4	7
nand2_1	95
nor3b_1	4
a21oi_1	21
nor4b_1	6
nor2_1	111
and4_1	13
nand4_1	31
o21ai_0	23
a32oi_1	5
a31oi_1	6
nor4_1	20
mux2i_1	5
xnor2_1	92
nor3_1	25
==> per-layer routing <==
| metal | wire length, um | share of wire | up-vias |
|---|---|---|---|
| met5 | 0 | 0 | - |
| li1 | - | - | 3345 |
| met3 | 866 | 0.051 | 34 |
| met4 | 405 | 0.024 | 0 |
| met1 | 8570 | 0.50 | 2946 |
| met2 | 7290 | 0.43 | 173 |
==> cell type report <==
| type | instances | area [um2] |
|---|---|---|
| clock inverter | 11 | 100 |
| multi-input combinational | 717 | 4550 |
| fill | 2599 | 16800 |
| tap | 335 | 419 |
| clock buffer | 20 | 458 |
| timing repair buffer | 49 | 478 |
| sequential | 161 | 3260 |
| inverter | 23 | 86.3 |
==> power by group through the flow <==
stage                 logic (uW)  registers [uW]  clock network [uW]
after global routing        7.02             910                1070
final                       6.12             911                1000
after CTS                   6.41             911                1030
==> per-stage QoR <==
stage | hold slack [ns] | total power, uW | util
2_1_floorplan | 0.418 | 937 | -
3_3_place_gp | 0.433 | 937 | 0.337
3_5_place_dp | 0.448 | 937 | 0.337
4_1_cts | 0.455 | 1940 | 0.358
5_1_grt | 0.470 | 1980 | 0.358
6_report | 0.450 | 1920 | 0.358
==> worst register-to-register path: stages, from the launching register on <==
cell,delay (ns)
dfxtp_1,0.36
ha_1,0.20
and3_1,0.25
nand4_1,0.13
nor3_2,0.46
buf_4,0.26
a21oi_1,0.05
o21ai_0,0.14
o21ai_0,0.10
Power is estimated from default activity; no workload was simulated.
