--- flow/constraint.sdc ---
current_design game_over

set clk_period 4.3
set clk_io_pct 0.2

create_clock -name clk0 -period $clk_period [get_ports {clk}]

set non_clock_inputs [all_inputs -no_clocks]
set_input_delay [expr $clk_period * $clk_io_pct] -clock clk0 $non_clock_inputs
set_output_delay [expr $clk_period * $clk_io_pct] -clock clk0 [all_outputs]
--- flow/run.sh ---
#!/bin/bash
# OpenROAD 26Q1-2900-gdf79404cd8, Yosys 0.63+post, stock flow scripts
make -C /OpenROAD-flow-scripts/flow DESIGN_CONFIG=/design/flow/config.mk WORK_HOME=/design/flow/orfs finish
--- flow/design.v ---
module clock_divider #(parameter div_value=1249) (clk,new_clk);
 input clk; 
 output reg new_clk=0;
 reg [31:0]counter=0;
 always@(posedge clk)
  begin
	if(counter==div_value)
	 begin
		counter<=0;
		new_clk<=~new_clk;
	 end
	 else
		begin
		 counter<=counter+1;
		 new_clk<=new_clk;
		end
	end
endmodule
module game_over(input clk, input flag_over, input flag, output reg [7:0] row3, output reg [15:0] col3);
clock_divider #(2499) selector(clk,new_clk);  
reg [3:0]counter1 = 4'b0000;
always @ (posedge new_clk)   
begin
	counter1 <= counter1 + 1;
	if (counter1 == 9)
	 counter1 <= 0; 
end
function [7:0] Rs;
input [4:0] r_id;
begin
	case(r_id)
		0: Rs = 8'b00000001;
		1: Rs = 8'b00000010;
		2: Rs = 8'b00000100;
		3: Rs = 8'b00001000;
		4: Rs = 8'b00010000;
		5: Rs = 8'b00100000;
		6: Rs = 8'b01000000;
		7: Rs = 8'b10000000;
		default: Rs = 8'b00000000;
	endcase
end
endfunction 
function [15:0] Cs;
input [4:0] c_id;
begin
	case(c_id)
		0: Cs = ~16'b0000000000000001;
		1: Cs = ~16'b0000000000000010;
		2: Cs = ~16'b0000000000000100;
		3: Cs = ~16'b0000000000001000;
		4: Cs = ~16'b0000000000010000;
		5: Cs = ~16'b0000000000100000;
		6: Cs = ~16'b0000000001000000;
		7: Cs = ~16'b0000000010000000;
		8: Cs = ~16'b0000000100000000;
		9: Cs = ~16'b0000001000000000;
	  10: Cs = ~16'b0000010000000000;
	  11: Cs = ~16'b0000100000000000;
	  12: Cs = ~16'b0001000000000000;
	  13: Cs = ~16'b0010000000000000;
	  14: Cs = ~16'b0100000000000000;
	  15: Cs =  16'b0111111111111111;
	  default: Cs = 16'b1111111111111111;
	endcase
end
endfunction
always @ (*)  
begin
	if(flag_over == 1 )
		begin
				case(counter1)
				0: 
				begin
					row3 = Rs(2) | Rs(3) | Rs(4) | Rs(5) | Rs(1);
					col3 = Cs(1) & Cs(3);
				end
				1:
				begin
					row3 = Rs(1) | Rs(5);
					col3 = Cs(2);
				end
				2: 
				begin
					row3 = Rs(2) | Rs(3) | Rs(4) | Rs(5);
					col3 = Cs(5) & Cs(7);
				end
				3:
				begin
					row3 = Rs(1);
					col3 = Cs(6);
				end
				4: 
				begin 
					row3 = Rs(1) | Rs(3) | Rs(5);
					col3 = Cs(9) & Cs(10) & Cs(11);
				end
				5: 
				begin 
					row3 = Rs(2) | Rs(4);
					col3 = Cs(9);
				end
				6: 
				begin 
					row3 = Rs(3) | Rs(5);
					col3 = Cs(15) & Cs(13) & Cs(14);
				end
				7:
				begin
					row3 = Rs(3) | Rs(4) | Rs(5);
					col3 = Cs(13) & Cs(15);
				end
				8:
				begin
					row3 = Rs(2);
					col3 = Cs(14) & Cs(13);
				end
				9:
				begin
					row3 = Rs(1);
					col3 = Cs(13) & Cs(15);
				end
				endcase
		end
end 
endmodule 
--- flow/config.mk ---
export PLATFORM = sky130hd
export DESIGN_NAME = game_over
export DESIGN_NICKNAME = game_over
export VERILOG_FILES = /design/flow/design.v
export SDC_FILE = /design/flow/constraint.sdc
export NUM_CORES = 4
export LEC_CHECK = 1
export CORE_AREA = 10 10 111 111
export DIE_AREA = 0 0 121 121
==> impl_metrics.ini <==
; flow metrics
[final_timing]
final-setup-viol-count = 0
max_freq_mhz = 576
hold_viol_final = 0
post-route-min-period_ps = 1740
timing.final.crit_share = 0.404
unclocked_regs = 18
grt_setup_unrepaired = false
skew_ps = 4.57
slew_violations = 0
fin_ws_ps = 2560
untimed_endpoints = 35
setup_tns_ps = 0

[placement]
place_congestion = 0.778
dp_hpwl_um = 2870
port_buffers = 18
post-place-ws_ps = 2560

[setup_path]
crit_type = reg2reg
crit_path_end_kind = flop
cp.required_ps = 4270
crit_buf_inv = 0
slowest_delay_ps = 410
slowest_stage = dfxtp_1
crit_end = selector.new_clk
reg2reg_to = selector.new_clk
rrSetupSlack_ps = 2560
crit_arrival_ps = 1700
path_cells = ha_1, nand2_1, nor3_1, and4_1
worstReg2RegStart = selector.counter[0]
cp_max_fo = 8
crit_family = simple AND/OR/NAND/NOR gates
cp_num_cells = 4
cp-startpoint = selector.counter[0]
r2r_cells = 4
worstSetupStartpointType = flop

[routing]
vias = 1587
drtAntennaViolNets = 0
drt-initial-drc-count = 73
n_antenna_cell = 0
drc = 0
routed_wl_um = 3850
vias_per_cell = 4.11
first_pass_iters = 4
detail_route.wl_per_cell_um = 9.98

[clocking]
cts_resized = 0
path_clk_slew_ps = 60
clk_latency_ps = 280
cts-buffers-inserted = 5
cts_tree = done
postCtsSetupRepairBufs = 0
root_buffer = clkbuf_8
cts.path.max_buffers = 2
htreeDepth = 2
cts_hold_buffers = 0

[logic_synthesis]
yosys-top-cells-area = dfxtp_1, xnor2_1, dlxtn_1, nand3_1, buf_4
ys_ff = 51
synthDominantCellAreaShare = 0.328
yosys.area.top_type = dfxtp_1
ys_warn_count = 3
ys_cells = 239
async_flop_share = 0
synth-main-ff-cell = dfxtp_1
ys_area_um2 = 2200
ys_types = 38
syn_area_um2 = 2200
syn_area_per_cell_um2 = 9.19
syn_inst = 239
enable_flop_cells = 1

[global_route]
track_usage = 0.0519
antenna_found_initial = 0
grt_pass1_wl_um = 6610
grt-ovfl-total = 0
grt_pass1_vias = 1407
grt_start_max_net_pins = 16

[power_and_ir_drop]
p_leak_uw = 0.000870
powerDensity_nw_per_um2 = 208
irDropWorstVdd_v = 0.000208

[die]
dieHeight_um = 121
die.size.x_um = 121
dieArea_um2 = 14600
pin_count = 27
row_count = 36
core_um2 = 9860
fp-utilization = 0.223

[cells_and_area]
area_delta_synth_final_pct = 15.8
lay_top_count = dfxtp_1
mostFrequentLayoutCells = dfxtp_1, xnor2_1, nor2_1, clkdlybuf4s50_1, nand3_1
drive_above_1_share = 0.0711

[outcome]
status = finished clean

[job]
warnings = 29
drv_cap = 0

[worst_hold_path]
hold_class = reg2reg
## sequential cells by signal, indices dropped and copies added, names as in the netlist
register	cells
counter1	4
row3	5
col3	9
selector.counter	32
selector.new_clk	1
## through the flow
step | util | power [uW] | hold slack, ps | area [um2] | cells
after global placement | 0.249 | 315 | 456 | 2460 | 378
final | 0.258 | 529 | 473 | 2540 | 386
after global routing | 0.258 | 555 | 508 | 2540 | 386
after floorplan | - | 318 | 435 | 2220 | 244
after CTS | 0.258 | 535 | 474 | 2540 | 386
after detailed placement | 0.249 | 315 | 465 | 2460 | 378
## worst min path at each step
stage	slack, ps	cells after the start	to	start
after CTS	470	1	selector.counter[31]	selector.counter[31]
after global routing	510	1	selector.counter[31]	selector.counter[31]
final	470	1	selector.counter[31]	selector.counter[31]
## cells by family (layout without fill, tap and decap cells)
group / after synthesis / count (layout) / share of synthesized area
AND-OR/OR-AND: 23 / 23 / 0.0655
other: 2 / 7 / 0.00342
AND/OR/NAND/NOR: 102 / 102 / 0.280
buffers and inverters: 25 / 34 / 0.0615
XOR/XNOR: 31 / 31 / 0.124
flip-flops: 37 / 37 / 0.342
latches: 14 / 14 / 0.0957
adder cells (fa/ha/maj): 5 / 5 / 0.0285
## synth_stat cells (5+ instances only)
cell type / n
buf_4: 11
o21ai_0: 9
clkbuf_1: 7
nand3_1: 17
nor3_1: 5
nand4_1: 11
xnor2_1: 28
dfxtp_1: 36
nor2_1: 21
dlxtn_1: 14
inv_1: 7
ha_1: 5
nand2_1: 12
and3_1: 9
nor4_1: 6
## final cells by class
cell class | count | area, um2
clock buffers | 6 | 72.6
clock inverters | 2 | 10.0
fillers | 1052 | 7320
inverters | 7 | 26.3
multi-input cells | 168 | 1120
flip-flops and latches | 51 | 961
well taps | 133 | 166
repair buffers | 19 | 188
## where the power goes
part	total [uW]	internal (uW)	switching, uW
logic	1.21	0.797	0.416
clock network	221	112	109
registers	307	307	0
total	529	420	109
## per-layer routing
metal / global-route usage / vias up / routed length (um)
li1: - / 842 / -
met5: 0 / - / 0
met4: 0.00302 / 0 / 27
met1: 0.0789 / 709 / 2040
met3: 0.0179 / 5 / 262
met2: 0.0724 / 31 / 1530
No activity file was given, so power comes from the tool's default toggle rates.
